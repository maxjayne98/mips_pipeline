==> flow/design.v <==
module ForwardingUnit(input[4:0] ID_EX_Rt, ID_EX_Rs, EX_MEM_Rd, EX_MEM_Reg_write, MEM_WB_Rd, MEM_WB_Reg_write,
					output logic[1:0] forward_A , forward_B);
	assign forward_A  = ( MEM_WB_Reg_write == 1 && (MEM_WB_Rd != 0) && 
								!( EX_MEM_Reg_write == 1 && (EX_MEM_Rd != 0) && (EX_MEM_Rd == ID_EX_Rs) ) 
								&& (MEM_WB_Rd == ID_EX_Rs) )? 01: 00;
	assign forward_B = ( MEM_WB_Reg_write && (MEM_WB_Rd != 0) && !(EX_MEM_Reg_write  == 1 && (EX_MEM_Rd != 0)
							&& (EX_MEM_Rd == ID_EX_Rt))
							&& (MEM_WB_Rd == ID_EX_Rt))? 01: 00;
endmodule  
==> flow/run.sh <==
#!/bin/bash
# OpenROAD 26Q1-2900-gdf79404cd8, Yosys 0.63+post, stock flow scripts
make -C /OpenROAD-flow-scripts/flow DESIGN_CONFIG=/design/flow/config.mk WORK_HOME=/design/flow/orfs finish
==> flow/config.mk <==
export PLATFORM = sky130hd
export DESIGN_NAME = ForwardingUnit
export DESIGN_NICKNAME = ForwardingUnit
export VERILOG_FILES = /design/flow/design.v
export SDC_FILE = /design/flow/constraint.sdc
export NUM_CORES = 4
export LEC_CHECK = 1
export CORE_AREA = 10 10 70 70
export DIE_AREA = 0 0 80 80
==> flow/constraint.sdc <==
current_design ForwardingUnit

set clk_period 1.7
set clk_io_pct 0.2

create_clock -name clk0 -period $clk_period

set non_clock_inputs [all_inputs -no_clocks]
set_input_delay [expr $clk_period * $clk_io_pct] -clock clk0 $non_clock_inputs
set_output_delay [expr $clk_period * $clk_io_pct] -clock clk0 [all_outputs]
==> changes_impl.md <==
## Flow update

* Run status: finished, violations left
* Failing checks: negative setup slack
* Period Utilization, post-route at 1.11
* Fmax at approximately 530 MHz
* Cells after synthesis at 42
* Non-filler instance count after layout at approximately 140
* Largest stage delay on the critical path at 0.53 ns
* CP Class: in2out
* Final min period at 1.89 ns
* DRT iter0 DRCs at 4
* Maxcap violations at 0
* First drt pass iteration count at 2
* Number of global-route vias before repair at 573
* First-pass GRT wire length at 2640 um
* Yosys warns at 0
* Sequential Area at 0 um^2
* Basic Gates by Area at 0.262
* Routed Antenna Nets at 0
* Final Instance Area at around 900 um^2
* CP max FO at 2
* Core area at 3420 um^2
* Wirelength per Cell at 11.6 um
* Synth Area per Inst at 7.39 um^2
* Register share after synthesis at 0
* Fill count at 354
* Port Buf Inserts at 32
* Number of clock buffers in the layout at 0
* Share of cells above drive strength 1 at 0.429
* Yosys Instances at 42
* Hold Crit Start: MEM_WB_Rd[2]
* Worst-path cell chain: buf_6, or4_4, nor2_4, nor4_4, a2111oi_4, buf_2
* Final WS setup at -0.192 ns
* Hold Path Stages at 5
* Final Hold Fails at 0
* AND-OR/OR-AND Cells, Area Fraction at 0.101
* Largest net degree at the start of global routing at 4
* Place WS at -0.915 ns
* Remaining Overflow, GRT at 0
* Initial Util at 0.0908
* Fin. max-slew vios at 0
* PwrDens at 189 nW/um^2
* Dpl cell area at ~790 um^2
* Hpwl dp at 1350 um
* Vias per cell at 3.42
* Crit path required time at 1.36 ns
* Mapped Area at 310 um^2
* Endpoint, Worst Hold: forward_A[0]
* RSZ-0062 raised after global routing: yes
* Layout area overhead at 190%
* P_leak at ~0.48 nW
* CP arrival at 1.55 ns
* Chip area at 6400 um^2
* XOR/XNOR Area Share at 0.565
* Die width at ~80 um
* Yosys chip area at 310 um^2
* Mux share at 0
* Routed WL at ~1600 um
* Final design utilization at 0.263
* Crit path launch type: input port
* Tot Pwr at 170 uW
* Die height at 80 um
* Worst setup EP type: primary output
* Critical Path Source: EX_MEM_Rd[4]
* Initial antenna violation count at 0
* Peak supply drop at around 0.028 mV
* Total global routing track utilization at 0.0496
* Slowest CP cell: or4_4
* Rows at 21
* Top logic family: XOR/XNOR gates
* Count of final setup violators at 2
* Synth unique cells at 16
* Yosys adder share at 0
* Placed cells at roughly 130
* Top-Level Pins at 34
* Worst hold path class: in2out
* Tool warning count at 34
* GPL Wtd Cong at roughly 0.85
* Layout sequential cell count at 0
* Post-CTS Hold Fix Bufs at 0
* ANT cells at 0
* Vias post-DR at 468
* # DRC at 0
metal layers:
| metal | track usage | up-vias | wire [um] |
|---|---|---|---|
| met5 | 0 | - | 0 |
| met4 | 0 | 0 | 0 |
| met3 | 0.00568 | 0 | 110 |
| met2 | 0.0899 | 20 | 781 |
| met1 | 0.0646 | 205 | 702 |
| li1 | - | 243 | - |
how the worst max path moves through the flow:
stage	end	cells after the start	slack, ns
finish	forward_A[0]	6	-0.19
global route	forward_A[0]	6	-0.29
CTS	forward_A[0]	6	-0.28
stage by stage:
| step | setup TNS, ns | hold WS, ns |
|---|---|---|
| finish | -0.334 | 1.18 |
| global route | -0.470 | 1.23 |
| CTS | -0.482 | 1.17 |
| detailed placement | -1.67 | 1.68 |
| global placement | -1.64 | 1.69 |
| floorplan | 0 | 0.782 |
report_power, final:
part	total, mW	switching, mW	leakage (nW)	internal (mW)
Sequential	0	0	0	0
Combinational	0.170	0.0651	0.481	0.105
Clock	0	0	0	0
Total	0.170	0.0651	0.481	0.105
cell families after synthesis:
family / after synthesis
other: 1
AND-OR/OR-AND: 3
XOR/XNOR: 20
AND/OR/NAND/NOR: 15
buffers and inverters: 3
worst max-delay path: cells and delay by family:
family	cells	cell delay, ns
simple gates	3	0.70
buf+inv	2	0.23
compound gates	1	0.27
cells in the mapped netlist:
| cell type | count | area, um^2 |
|---|---|---|
| nand4_1 | 1 | 6.26 |
| nand2_1 | 1 | 3.75 |
| nand3_1 | 2 | 10.0 |
| nor2_1 | 3 | 11.3 |
| a211oi_1 | 1 | 7.51 |
| xor2_1 | 10 | 87.6 |
| nor4_1 | 2 | 12.5 |
| inv_1 | 1 | 3.75 |
| or4_1 | 2 | 15.0 |
| xnor2_1 | 10 | 87.6 |
| nor3_1 | 3 | 15.0 |
| nand3b_1 | 1 | 7.51 |
| a41oi_1 | 1 | 8.76 |
| conb_1 | 1 | 3.75 |
| buf_4 | 2 | 15.0 |
| a2111oi_2 | 1 | 15.0 |
area by class of cell:
type	count	area, um^2	share of cell area
tap	46	57.6	0.0640
timing repair buffer	50	467	0.519
inverter	1	3.75	0.00417
multi-input combinational	40	372	0.413
cell usage in the layout (no fill, tap or decap), types with 2 or more instances in the layout:
cell and instances:
buf_2 3, buf_4 17, buf_6 4, clkbuf_2 3
clkdlybuf4s50_1 2, conb_1 2, dlygate4sd2_1 5, dlymetal6s2s_1 16
nand3_1 2, nor3_2 2, or4_4 2, xnor2_1 10
xor2_1 10
timing repair:
| item | 4_1_cts | 5_1_grt |
|---|---|---|
| resized | 45 | 25 |
| gates cloned | 0 | 0 |
| endpoints found under the hold margin | 0 | 0 |
| buffers inserted | 2 | 1 |
| endpoints found under the setup margin | 2 | 2 |
| pin swaps | 9 | 13 |
Power and IR drop assume default switching activity.
